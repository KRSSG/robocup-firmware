===== flow/run.sh =====
#!/bin/bash
# OpenROAD 26Q1-2900-gdf79404cd8, Yosys 0.63+post, stock flow scripts
make -C /OpenROAD-flow-scripts/flow DESIGN_CONFIG=/design/flow/config.mk WORK_HOME=/design/flow/orfs finish

===== flow/config.mk =====
export PLATFORM = sky130hd
export DESIGN_NAME = pid
export DESIGN_NICKNAME = pid
export VERILOG_FILES = /design/flow/design.v
export SDC_FILE = /design/flow/constraint.sdc
export NUM_CORES = 4
export LEC_CHECK = 1
export CORE_UTILIZATION = 30

===== flow/constraint.sdc =====
current_design pid

set clk_period 23.1
set clk_io_pct 0.2

create_clock -name clk0 -period $clk_period [get_ports {clk}]

set non_clock_inputs [all_inputs -no_clocks]
set_input_delay [expr $clk_period * $clk_io_pct] -clock clk0 $non_clock_inputs
set_output_delay [expr $clk_period * $clk_io_pct] -clock clk0 [all_outputs]

===== flow/design.v =====
`timescale 1ns / 1ps
module pid(Pwm, enc, set_val, clk, rst_n);
	parameter N = 8;
	output [N-1 : 0] Pwm; 
	input [N-1 : 0] enc; 
	input [N-1 : 0] set_val;
	input clk;
	input rst_n;
		reg [N-1 : 0] pwm; 
	reg signed [N-1 : 0] k1=17 ;				 
	reg signed [N-1 : 0] k2=14 ;				 
	reg signed [N-1 : 0] k3=0  ;				 
	reg signed [N-1 : 0] error;
	integer pwm_mid;
	integer pwm_old ;
	integer e_prev[1:2];
	integer actual ;
	integer target ;
always @ (posedge clk)
	begin
	 if(set_val[N-1])
		begin
			target[31 : N-1] <= {(33 - N){1}};
			target[N-2 : 0] <= set_val[N-2 : 0];
		end
	 else
		begin
			target[31 : N-1] <= {(33 - N){0}};
			target[N-2 : 0] <= set_val[N-2 : 0];
		end
	 if(enc[N-1])
		begin
			actual[31 : N-1] <= {(33 - N){1}};
			actual[N-2 : 0] <= enc[N-2 : 0];
		end
	 else
		begin
			actual[31 : N-1] <= {(33 - N){0}};
			actual[N-2 : 0] <= enc[N-2 : 0];
		end
	end
reg [17:0] ticker ;
wire click ;
always @ (posedge clk)
	begin
	 if(!rst_n)	ticker <= 0;
	 else if(ticker == 55609) 								 
		ticker <= 0;
	 else 
		ticker <= ticker + 1;
	end
assign click = ((ticker == 55608)||(ticker == 55609) ? 1'b1 : 1'b0);  
	always @ (posedge clk)
	begin
		error <= target - actual ;
		if (!rst_n)
		 begin
			pwm_old <= 0;
			e_prev[1] <= 0;
			e_prev[2] <= 0; 
		 end
		else if (click)
		 begin
			e_prev[2] <= e_prev[1];
			e_prev[1] <= error;
			pwm_old <= pwm_mid;
			pwm_mid <= pwm_old + k1*error - k2*e_prev[1] + k3*e_prev[2];		 
			if(pwm_mid[31])	pwm <= 0;
			else if(pwm_mid > 127) pwm <= 127;
			else pwm[N-1 : 0] <= pwm_mid[N-1 : 0] ;
		 end
	end
	assign Pwm = pwm;
endmodule 

==> impl_metrics.xml <==
<?xml version="1.0" encoding="UTF-8"?>
<metrics>
  <group name="worst_setup_path">
    <metric name="arrival" unit="ns">6.84</metric>
    <metric name="timing.critical_path.from_type" unit="">flip-flop</metric>
    <metric name="critical_path_fanout_max" unit="">6</metric>
    <metric name="worstSetupEndpointType" unit="">flip-flop</metric>
    <metric name="ff2ff_path_depth" unit="">24</metric>
    <metric name="worst-setup-path-type" unit="">reg2reg</metric>
    <metric name="timing.critical_path.required" unit="ns">23.32</metric>
  </group>
  <group name="floorplanning">
    <metric name="ios" unit="">26</metric>
    <metric name="row_count" unit="">62</metric>
    <metric name="core_region_area" unit="sq um">28800</metric>
    <metric name="chipWidth" unit="um">173</metric>
    <metric name="initial_utilization" unit="%">30.6</metric>
    <metric name="dieArea" unit="sq um">30100</metric>
    <metric name="fp.dieH" unit="um">173</metric>
  </group>
  <group name="clock_network">
    <metric name="cts_tree" unit="">built</metric>
    <metric name="htree_levels" unit="">4</metric>
    <metric name="clock_sinks" unit="">122</metric>
    <metric name="cts-root-to-sink-buffers" unit="">2</metric>
    <metric name="postCtsResizedCells" unit="">0</metric>
    <metric name="cts_hold_repair.buffers" unit="">0</metric>
    <metric name="cts_root_buf" unit="">clkbuf_16</metric>
    <metric name="cts.clk_slew.worst_paths" unit="ns">0.06</metric>
    <metric name="tritoncts.num_buffers" unit="">17</metric>
    <metric name="insertion_delay" unit="ns">0.42</metric>
    <metric name="cts_post_setup_buffers_inserted" unit="">0</metric>
  </group>
  <group name="global_route">
    <metric name="largest_net_degree_at_the_start_of_global_routing" unit="">43</metric>
    <metric name="vias_in_the_first_global_route" unit="">5931</metric>
    <metric name="global_route.usage.total" unit="%">11.9</metric>
    <metric name="global_route_wire_length_before_repair" unit="um">28400</metric>
    <metric name="grt.overflow.total" unit="">0</metric>
    <metric name="grt_antenna_before_repair" unit="">0</metric>
  </group>
  <group name="flow_run">
    <metric name="warning_count" unit="">34</metric>
    <metric name="drv.max_cap_violation_count" unit="">0</metric>
  </group>
  <group name="place">
    <metric name="place_worst_setup_slack" unit="ns">16.44</metric>
    <metric name="place_hpwl" unit="um">12100</metric>
    <metric name="gpl.final_weighted_congestion" unit="">0.864</metric>
    <metric name="placement.io_buffers" unit="">25</metric>
  </group>
  <group name="routing">
    <metric name="detail-route-antenna-nets" unit="">0</metric>
    <metric name="route.antenna.diode_count" unit="">0</metric>
    <metric name="drt-pass1-iter-count" unit="">4</metric>
    <metric name="first_iter_violations" unit="">305</metric>
    <metric name="vias" unit="">6150</metric>
    <metric name="route.final.wire_length" unit="um">16500</metric>
    <metric name="routed_wire_length_per_instance" unit="um">12.0</metric>
    <metric name="vias_per_cell" unit="">4.49</metric>
    <metric name="drc_errors" unit="">0</metric>
  </group>
  <group name="timing">
    <metric name="setup_total_negative_slack" unit="ns">0</metric>
    <metric name="timing.final.crit_share" unit="%">28.6</metric>
    <metric name="rsz0062_at_grt" unit="">no</metric>
    <metric name="timing.fmax" unit="GHz">0.151</metric>
    <metric name="worst_case_headroom_to_the_max_slew_limit" unit="%">52.0</metric>
    <metric name="worst_hold_slack" unit="ns">0.454</metric>
    <metric name="report.final.slew_viol_count" unit="">0</metric>
    <metric name="hold_viol_final" unit="">0</metric>
    <metric name="final.setup.worst_slack" unit="ns">16.49</metric>
    <metric name="setup_viol" unit="">0</metric>
    <metric name="skew" unit="ns">0.0103</metric>
    <metric name="max_slew.worst_pin.slew" unit="ns">0.720</metric>
    <metric name="period_needed" unit="ns">6.61</metric>
  </group>
  <group name="final_layout">
    <metric name="layout.cells.most_common" unit="">inv_1</metric>
    <metric name="final_layout_top_logic_cells" unit="">inv_1, ha_1, nand2_1, dfxtp_1, nor2_1</metric>
    <metric name="filler_cell_count" unit="">2844</metric>
    <metric name="layout-area-overhead-vs-synth" unit="%">14.8</metric>
    <metric name="drive_gt1_share" unit="%">6.18</metric>
    <metric name="final_util" unit="%">35.1</metric>
  </group>
  <group name="logic_synthesis">
    <metric name="yosys_most_used_dff" unit="">dfxtp_1</metric>
    <metric name="synthesis.area" unit="sq um">8810</metric>
    <metric name="synthesis.area_per_instance" unit="sq um">9.33</metric>
    <metric name="synth_cell_type_count" unit="">59</metric>
    <metric name="yosys_area" unit="sq um">8810</metric>
    <metric name="synthCells" unit="">945</metric>
    <metric name="yosysSeqAreaShare" unit="%">32.3</metric>
    <metric name="edf_count" unit="">40</metric>
    <metric name="synth.yosys.num_cells" unit="">945</metric>
    <metric name="synth_flop_count" unit="">122</metric>
    <metric name="synth_warnings" unit="">2</metric>
    <metric name="async_flop_share" unit="%">0</metric>
  </group>
  <group name="power">
    <metric name="clock_power_share" unit="%">24.8</metric>
    <metric name="powerDensity" unit="nW/um^2">105</metric>
    <metric name="p_sw" unit="mW">0.419</metric>
    <metric name="power.internal" unit="mW">0.638</metric>
    <metric name="power.total" unit="mW">1.06</metric>
    <metric name="vdd.ir_drop.worst" unit="mV">0.0626</metric>
    <metric name="leakage" unit="nW">4.37</metric>
    <metric name="swShare" unit="%">39.6</metric>
    <metric name="pwr-share-comb" unit="%">50.4</metric>
    <metric name="seq_power_share" unit="%">24.7</metric>
  </group>
  <group name="status">
    <metric name="run_status" unit="">completed</metric>
  </group>
  <group name="hold_path">
    <metric name="worstHoldPathType" unit="">reg2reg</metric>
    <metric name="hold_depth" unit="">2</metric>
  </group>
</metrics>
[sequential cells by signal, indices dropped and copies added, names as in the netlist]
signal	cells
pwm_mid	32
target	8
error	8
actual	8
ticker	18
pwm_old	32
e_prev	8
pwm	8
[synth_stat cells (all sizes together), types with 6 or more instances]
master	count	share of area [%]
dfxtp	82	19
xor2	28	2.8
nor3	6	0.40
nor2b	10	0.71
nand2	108	4.6
xnor2	39	3.9
a21boi	41	3.5
a211oi	6	0.57
clkbuf	15	0.64
buf	6	0.34
o21ai	27	1.5
ha	129	18
nand3	13	0.74
a21o	14	1.2
or2	13	0.92
edfxtp	40	14
nor4	10	0.71
nand4	13	0.92
a21oi	33	1.9
nor2	71	3.0
fa	45	10
inv	145	6.2
[stage by stage]
stage / instances / cell area (sq um)
2_1_floorplan: 945 / 8810
3_3_place_gp: 1339 / 9530
3_5_place_dp: 1339 / 9530
4_1_cts: 1371 / 10100
5_1_grt: 1371 / 10100
6_report: 1371 / 10100
[path summary, 6_finish.rpt]
| check | from | end | slack, ns |
|---|---|---|---|
| setup reg to reg | e_prev[1][1]$_SDFFE_PN0N_ | pwm_mid[23]$_DFFE_PP_ | 16.49 |
| hold reg to reg | pwm_old[19]$_SDFFE_PN0N_ | pwm_old[19]$_SDFFE_PN0N_ | 0.45 |
| hold / removal | pwm_old[19]$_SDFFE_PN0N_ | pwm_old[19]$_SDFFE_PN0N_ | 0.45 |
| setup / recovery | e_prev[1][1]$_SDFFE_PN0N_ | pwm_mid[23]$_DFFE_PP_ | 16.49 |
[logic make-up (layout without fill, tap and decap cells)]
group                    Yosys count  count (layout)  share of synthesized area (%)
other                              1               1                         0.0426
AND-OR/OR-AND                    147             147                           11.1
flip-flops                       122             122                           32.3
buffers and inverters            166             208                           7.16
multiplexers                       3               3                          0.355
AND/OR/NAND/NOR                  265             265                           13.9
adder cells (fa/ha/maj)          174             174                           28.5
XOR/XNOR                          67              67                           6.66
[worst max-delay path: stages (launching register included)]
cell and delay [ns]:
dfxtp_1 0.41, ha_1 0.28, xor2_1 0.15, ha_1 0.30, ha_1 0.29, a31o_2 0.20
a21oi_1 0.26, o2111ai_1 0.17, a21oi_1 0.24, nor2_1 0.06, o21a_1 0.20, xnor2_1 0.34
fa_1 0.48, inv_1 0.09, fa_1 0.42, fa_1 0.54, inv_1 0.04, ha_1 0.37
and4_4 0.22, a21oi_1 0.17, a21oi_1 0.12, nor3_2 0.23, o21ba_2 0.26, or4b_1 0.46
o311ai_1 0.11
[layout make-up]
cell class                      count  area (sq um)  share of cell area (%)
Inverter                          145           544                    5.38
Clock buffer                       19           453                    4.48
Multi-Input combinational cell    657          5370                    53.1
Sequential cell                   122          2840                    28.1
Tap cell                          384           480                    4.75
Clock inverter                     13           126                    1.25
Timing Repair Buffer               31           295                    2.92
[power by group through the flow]
stage / Sequential, mW / Clock [mW] / Combinational, mW
finish: 0.261 / 0.263 / 0.533
global route: 0.262 / 0.280 / 0.613
CTS: 0.262 / 0.269 / 0.538
[metal layers]
metal  wire length [um]  up-vias  track usage (%)
li1                   -     3204                -
met1               8520     2845             18.6
met2               7140       90             17.8
met3                640        9             2.57
met4                144        2             1.07
met5                 35        -            0.962
Power is estimated from default activity; no workload was simulated.
