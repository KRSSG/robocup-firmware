[flow/design.v]
`timescale 1ns / 1ps
module decoder(clk, quadA, quadB, reset, total);
input clk, quadA, quadB, reset;
output [7:0]total;
reg [7:0] count;
reg [7:0] total;
reg [2:0] quadA_delayed, quadB_delayed;
always @(posedge clk) quadA_delayed <= {quadA_delayed[1:0], quadA};
always @(posedge clk) quadB_delayed <= {quadB_delayed[1:0], quadB};
wire count_enable = quadA_delayed[1] ^ quadA_delayed[2] ^ quadB_delayed[1] ^ quadB_delayed[2];
	 reg [17:0] ticker ;
	 wire click1 ;
	 wire click2 ;
always @ (posedge clk)
	begin
	 if(!reset)
		ticker <= 0;
	 else if(ticker == 55609) 								 
		ticker <= 0;
	 else 
		ticker <= ticker + 1;
	end
assign click1 = ((ticker == 55608)||(ticker == 55609) ? 1'b1 : 1'b0);  
assign click2 = ((ticker == 0) ? 1'b1 : 1'b0 ) ; 	  
always @ (posedge clk)
	begin
	 if(!reset)			total <= 0 ;
	 else if(click1)	total <= count ;
	end
always @ (posedge clk)
	if(!reset)			count <= 0;
	else if(click2)	count <= 8'b0 ;
	else
begin
  if(count_enable)
  begin
	 count <= count+1;
  end
end
endmodule
[flow/run.sh]
#!/bin/bash
# OpenROAD 26Q1-2900-gdf79404cd8, Yosys 0.63+post, stock flow scripts
make -C /OpenROAD-flow-scripts/flow DESIGN_CONFIG=/design/flow/config.mk WORK_HOME=/design/flow/orfs finish
[flow/config.mk]
export PLATFORM = sky130hd
export DESIGN_NAME = decoder
export DESIGN_NICKNAME = decoder
export VERILOG_FILES = /design/flow/design.v
export SDC_FILE = /design/flow/constraint.sdc
export NUM_CORES = 4
export LEC_CHECK = 1
export CORE_AREA = 10 10 114 114
export DIE_AREA = 0 0 124 124
[flow/constraint.sdc]
current_design decoder

set clk_period 3.2
set clk_io_pct 0.2

create_clock -name clk0 -period $clk_period [get_ports {clk}]

set non_clock_inputs [all_inputs -no_clocks]
set_input_delay [expr $clk_period * $clk_io_pct] -clock clk0 $non_clock_inputs
set_output_delay [expr $clk_period * $clk_io_pct] -clock clk0 [all_outputs]
==> GITHUB_STEP_SUMMARY <==
### Flow metrics

| Metric | Value |
|---|---|
| Max Root-Sink Buffers | `2` |
| PD cells | `491 nW/µm²` |
| Cycle use final | `between 50% and 60%` |
| Tmin final | `around 1.9 ns` |
| Distinct cell type count after synthesis | `32` |
| Num ports | `12` |
| Clk root buf | `clkbuf_8` |
| Synth Instances | `190` |
| GRT overflow | `0` |
| Highest Clock Rate | `526 MHz` |
| Combinational share of power | `~5%` |
| TritonCTS Sinks | `roughly 40` |
| Hpwl dp | `between 2000 and 2500 µm` |
| Slew Viols, Final | `0` |
| First-pass GRT wire length | `5260 µm` |
| Die H | `about 120 µm` |
| # fillers | `roughly 1,100` |
| Placeable Area | `roughly 10,000 µm²` |
| RR Startpoint | `ticker[0]` |
| Pin count of the biggest net entering global routing | `19` |
| Yosys top cell area share | `46.6%` |
| Pwr Total | `1.04 mW` |
| RSZ-0062 raised after global routing | `false` |
| Vias post-DR | `1,282` |
| Req. time, crit path | `between 3 and 4 ns` |
| Vias in the first global route | `roughly 1,100` |
| Tot GR Track Use | `4.07%` |
| WL final | `approximately 3000 µm` |
| NetSw | `roughly 200 µW` |
| Synth flops | `around 40` |
| Final Hold Viols | `0` |
| Tally of OpenROAD warnings | `27` |
| Total die size | `roughly 15,000 µm²` |
| Element type at the critical path end | `flip-flop` |
| Flop pwr share | `~50%` |
| Via-per-instance ratio | `between 3 and 4` |
| Port-buffer cells | `11` |
| H-tree Lvls | `2` |
| Cell-internal power | `between 800 and 900 µW` |
| Post-CTS sizing | `0` |
| Worst-path maximum fanout | `18` |
| Die X-Extent | `approximately 120 µm` |
| Num CTS Buffers | `5` |
| Ys Warns | `1` |
| Layout cells sized above 1 | `about 7.9%` |
| Initial antenna violation count | `0` |
| Worst-margin pin slew | `approximately 0.9 ns` |
| Post-Route Setup TNS | `0 ns` |
| Synth-to-Final Area Change | `23.1%` |
| Post-cts hold-fix buffer tally | `0` |
| Hold_ws | `0.330 ns` |
| First-pass detailed-route iteration total | `4` |
| N_diodes | `0` |
| DR WL/cell | `roughly 9 µm` |
| Worst hold path class | `flip-flop to flip-flop` |
| Hold Crit Start | `quadB_delayed[0]` |
| Number of buffers added for setup after CTS | `0` |
| Routability cong. | `roughly 0.76` |
| Worst-path clk slew | `about 0.08 ns` |
| Final setup violation count | `0` |
| Routed Antenna Nets | `0` |
| Clock power frac | `a little under half` |
| Worst vdd ir | `0.240 mV` |
| Status | `finished clean` |
| Insertion Delay late pin | `just under 0.3 ns` |
| Crit Path Class | `primary input to flip-flop` |
| Top post-synthesis cells by area | `dfxtp_1 (47%), xnor2_1 (7.7%), mux2i_1 (5.2%)` |
| Top cell type by total area after synthesis | `dfxtp_1` |
| Ys cells | `190` |
| CTS tree | `done` |
| Fp util | `between 15 and 20%` |
| Iter 0 DRT Violations | `45` |
| Post-synthesis cell area | `1720 µm²` |
| Slew HR | `between 30 and 40%` |
| Crit path DAT | `about 2.1 ns` |
| Rows | `37` |
| Leakage | `between 0.6 and 0.7 nW` |
| Yosys stat area | `1720 µm²` |
| Post-synth seq share | `46.6%` |
| Sw Ratio | `between 10% and 20%` |
| Crit start category | `primary input` |
| Max-Cap Viols | `0` |
| Drt drc | `0` |
| Mean Syn Cell Area | `9.03 µm²` |
| Critical Path Start | `reset` |
| Clk_skew | `between 0.005 and 0.006 ns` |
cell type report:
| class | count | area, µm² | area share, % |
|---|---|---|---|
| clock buffer | 5 | 68.8 | 3.26 |
| clock inverter | 2 | 60.1 | 2.84 |
| inverter | 9 | 33.8 | 1.60 |
| multi-input combinational | 134 | 855 | 40.4 |
| sequential | 40 | 801 | 37.9 |
| tap | 136 | 170 | 8.05 |
| timing repair buffer | 13 | 125 | 5.92 |
power groups by stage:
stage	combinational, mW	sequential, mW	clock, mW
after CTS	0.0532	0.515	0.482
after global routing	0.0594	0.517	0.501
final	0.0526	0.515	0.470
Yosys cell counts:
cell type and count:
buf_2 2, a21oi_1 10, or2_2 1, nand2_1 24, or4_4 1, nor2_1 20, nor3_1 6, xnor2_1 15
clkbuf_1 3, and2_1 1, dfxtp_1 40, clkbuf_2 1, inv_1 9, ha_1 4, a31o_2 1, and3_1 1
mux2i_1 9, o21ai_0 6, nand4_4 1, nor4bb_1 1, and3_2 1, or3_1 6, or4_1 3, nand3_1 6
buf_4 1, o21ai_1 1, nor4_1 5, o41ai_4 1, o31ai_1 2, nand4b_1 1, nand4_1 6, xor2_1 1
cells by family (layout without fill, tap and decap cells):
family	count (synthesis)	in the layout	synth area share [%]
compound gates	21	21	7.94
xor+xnor	16	16	8.16
fa+ha+maj	4	4	2.92
buf+inv	16	29	3.94
flops	40	40	46.6
mux	9	9	5.25
simple gates	84	84	25.1
worst max-delay path, cell delays in order:
cell and delay [ns]:
clkdlybuf4s50_1 0.87, o21ai_1 0.38, a21oi_1 0.22
layer usage:
| layer | wire length, µm | GRT usage, % | vias to the layer above | share of wire (%) |
|---|---|---|---|---|
| met5 | 0 | 0 | - | 0 |
| met4 | 80 | 0.863 | 0 | 2.6 |
| met3 | 174 | 1.19 | 5 | 5.7 |
| met2 | 1190 | 5.53 | 19 | 39 |
| met1 | 1600 | 6.24 | 578 | 52 |
| li1 | - | - | 680 | - |
registers in the layout (all words and copies together) (netlist names):
register,count
count,8
quadA_delayed,3
quadB_delayed,3
ticker,18
total,8
path summary, 6_finish.rpt:
path                      endpoint  slack (ns)  cells after the start
setup / recovery          count[5]        1.30                      3
hold / removal    quadB_delayed[1]        0.33                      0
setup reg to reg        ticker[16]        1.30                      5
hold reg to reg   quadB_delayed[1]        0.33                      0
layout by cell type, fill, tap and decap left out, types with 3 or more instances in the layout:
master and n:
dfxtp_1 40, nand2_1 24, nor2_1 20, xnor2_1 15, clkdlybuf4s50_1 11, a21oi_1 10
inv_1 9, mux2i_1 9, nand4_1 6, o21ai_0 6, or3_1 6, nor3_1 6
nand3_1 6, nor4_1 5, clkbuf_8 5, ha_1 4, or4_1 3
stage by stage:
stage	util, %	area (µm²)	instances	setup slack, ns
2_1_floorplan	-	1720	190	1.45
3_3_place_gp	19.1	1980	332	1.03
3_5_place_dp	19.1	1980	332	1.02
4_1_cts	20.3	2110	339	1.30
5_1_grt	20.3	2110	339	1.17
6_report	20.3	2110	339	1.30
Power and IR drop assume default switching activity.
