## design/flow/design.v

```verilog
`timescale 1ns / 1ps
	module clock_divider( input CLK, input [15:0] IN, input RST, output OUT_CLK);
		reg [15:0] Counter=0;
		reg OUT=0;
		always @(posedge CLK or posedge RST)
			begin
				if (RST)
					begin
						OUT<= 0;
						Counter<=0;
					end
				else
					begin
						Counter<= Counter+1;
						if ( Counter == IN) 
						begin
							Counter<=0;
							OUT<=~ OUT;
						end
					end
			end
		assign OUT_CLK = OUT;
	endmodule
`timescale 1ns / 1ps
module transmiter( input CLK, input [7:0] DATA,input RST, output TX,output flag); 
	reg [3:0] Count;	
	reg [8:0] IN = 199; 
	reg TX_register;
	reg k;
	wire Div_CLK;
	clock_divider CD1( CLK, IN,RST, Div_CLK);
	always @(posedge Div_CLK or posedge RST)
		begin
			if (RST)
				begin
					Count<=0;
					TX_register<=1;					
				end
			else
				begin
					case (Count)
						4'b0000 : begin TX_register <= 0;Count<= Count +4'b0001;k=1; end
						4'b0001 : begin TX_register <= DATA[0];Count<= Count +4'b0001;k=0; end
						4'b0010 : begin TX_register <= DATA[1];Count<= Count +4'b0001;k=0; end
						4'b0011 : begin TX_register <= DATA[2];Count<= Count +4'b0001;k=0; end
						4'b0100 : begin TX_register <= DATA[3];Count<= Count +4'b0001;k=0; end
						4'b0101 : begin TX_register <= DATA[4];Count<= Count +4'b0001;k=0; end
						4'b0110 : begin TX_register <= DATA[5];Count<= Count +4'b0001;k=0; end
						4'b0111 : begin TX_register <= DATA[6];Count<= Count +4'b0001;k=0; end
						4'b1000 : begin TX_register <= DATA[7];Count<= Count +4'b0001;k=0; end
						4'b1001 : begin TX_register <= 1;Count <= 0;k=0;  end
					endcase
				end
		end
		assign TX = TX_register;
		assign flag=k;	
endmodule
```

## design/flow/run.sh

```bash
#!/bin/bash
# OpenROAD 26Q1-2900-gdf79404cd8, Yosys 0.63+post, stock flow scripts
make -C /OpenROAD-flow-scripts/flow DESIGN_CONFIG=/design/flow/config.mk WORK_HOME=/design/flow/orfs finish
```

## design/flow/config.mk

```make
export PLATFORM = sky130hd
export DESIGN_NAME = transmiter
export DESIGN_NICKNAME = transmiter
export VERILOG_FILES = /design/flow/design.v
export SDC_FILE = /design/flow/constraint.sdc
export NUM_CORES = 4
export LEC_CHECK = 1
export CORE_AREA = 10 10 100 100
export DIE_AREA = 0 0 110 110
```

## design/flow/constraint.sdc

```tcl
current_design transmiter

set clk_period 2.9
set clk_io_pct 0.2

create_clock -name clk0 -period $clk_period [get_ports {CLK}]

set non_clock_inputs [all_inputs -no_clocks]
set_input_delay [expr $clk_period * $clk_io_pct] -clock clk0 $non_clock_inputs
set_output_delay [expr $clk_period * $clk_io_pct] -clock clk0 [all_outputs]
```

==> Implementation_results.wiki <==
== Metrics ==
{| class="wikitable"
! Metric !! Value
|-
| Crit-path max FO || 6
|-
| Antenna violations before repair || 0
|-
| Footprint of the flip-flops and latches || about 580 sq um
|-
| Number of global-route vias before repair || just under 800
|-
| Slew margin rel. || 44.8%
|-
| Dominant flop cell || sky130_fd_sc_hd__dfrtp_1
|-
| Number of placement rows || 32
|-
| Met3 track demand over resource in global routing || roughly 1.4%
|-
| Kind of end point of the critical path || register
|-
| List of most frequent post-synthesis cells || sky130_fd_sc_hd__dfrtp_1, sky130_fd_sc_hd__xor2_1, sky130_fd_sc_hd__nor2_1
|-
| Sequential-to-total area share from yosys stat || ~50%
|-
| Number of antenna repair diodes || 0
|-
| Category of the critical setup timing path || reg2reg
|-
| Destination of the worst register-to-register timing path || CD1.OUT$_DFFE_PP0N_
|-
| Grt met1 use || just under 5%
|-
| Sink of the worst hold path || CD1.Counter[15]$_DFF_PP0_
|-
| Fraction of layout instances using a drive strength above 1 || about a tenth
|-
| Least-Margin Pin Slew || about 830 ps
|-
| Cell count in the Yosys report || 106
|-
| Vias post-DR || 763
|-
| Logic area || 512 sq um
|-
| Filler cell count in the final layout || roughly 850
|-
| Fraction of post-synthesis cell area in the top cell type by area || a little under half
|-
| Final standard cell count with taps included and fillers excluded || about 220
|-
| Final tally of max-slew violations || 0
|-
| Number of unconstrained endpoints || 9
|-
| Worst reg2reg startpoint || CD1.Counter[0]$_DFF_PP0_
|-
| Gate count of the mapped netlist || 106
|-
| Chip area line of the yosys report || 1130 sq um
|-
| Core ar. || 7810 sq um
|-
| Setup repair after global routing missed its margin || no
|-
| Maximum VDD drop || 110 uV
|-
| Largest clock skew in the final design || ~1.5 ps
|-
| Synth area leader || sky130_fd_sc_hd__dfrtp_1
|-
| Clock tree root buffer cell || sky130_fd_sc_hd__clkbuf_8
|-
| GR Util All Layers || around 3.4%
|-
| Die extent in y || approximately 110 um
|-
| Final setup fails || 0
|-
| Number of max-cap violations || 0
|-
| Antenna Nets Post-Route || 0
|-
| Slowest cell delay on critical path || between 400 and 500 ps
|-
| Global routing's busiest layer || met2
|-
| Total power divided by cell area || roughly 300 nW/um^2
|-
| Late-Pin Clk Latency || 250 ps
|-
| Number of register pins that no clock reaches || 6
|-
| Worst min-delay path category || reg2reg
|-
| First-pass DRT Iterations || 4
|-
| Total Neg Setup Slack || 0 ps
|-
| Setup crit start kind || register
|-
| Hold violation total from the final report || 0
|-
| FF-to-FF setup slack || 1370 ps
|-
| Cells traversed along the worst timing path || ha_1 -> nand4_2 -> and4b_1 -> xor2_1
|-
| Number of storage elements in the synthesis netlist || 23
|-
| Startpoint of the lowest-slack hold path || CD1.Counter[15]$_DFF_PP0_
|-
| Worst reg-to-reg path cell count || 4
|-
| Violation count after the first detailed-route iteration || 23
|-
| Gpl congestion || 0.815
|-
| First-pass GRT wire length || roughly 3500 um
|-
| Hold depth || 1
|-
| Remaining global-route overflow || 0
|-
| Via/cell ratio || roughly 3.5
|-
| Cell resize tally after clock tree synthesis || 0
|-
| Fp_density || approximately 15%
|-
| DRC || 0
|-
| Layout overhead on the synthesized area || 23.1%
|-
| Post-CTS setup-driven buffer insertion count || 0
|-
| Worst-case clock buffer depth || 2
|-
| Critical Path Source || CD1.Counter[0]$_DFF_PP0_
|-
| Largest cells by area after synthesis || sky130_fd_sc_hd__dfrtp_1, sky130_fd_sc_hd__xor2_1, sky130_fd_sc_hd__xnor2_1
|-
| Total of warnings raised by yosys || 3
|-
| Fin util || between 15 and 20%
|-
| HPWL after DPL || around 1500 um
|-
| Run status || finished, final reports clean
|-
| Critical Path AT || 1700 ps
|-
| Post-synth EDFFs || 1
|-
| Number of buffer and inverter instances along the worst setup path || 0
|-
| Port Buffer Count || 11
|-
| Floorplan die area || between 10000 and 15000 sq um
|-
| Average detailed-routed wire length per instance || 9.16 um
|-
| Wire length reported by the detailed router || 2010 um
|-
| Slowest-stage cell, CP || sky130_fd_sc_hd__and4b_1
|-
| Most frequent cell after synthesis || sky130_fd_sc_hd__dfrtp_1
|-
| Part of the cycle the worst path needs || around 53%
|-
| TritonCTS buffer count || 3
|-
| Number of levels in the clock H-tree || 1
|-
| Combined area of all synthesized cells || 1130 sq um
|-
| Synthesized area per cell || 10.7 sq um
|-
| Leakage component of the power || just under 0.6 nW
|-
| Clock-pin transition on the worst setup and hold timing paths || approximately 60 ps
|-
| Critical Path RT || 3070 ps
|-
| Fmax || 0.653 GHz
|-
| TritonCTS clock tree || yes
|-
| IO Pins || 12
|-
| Synth cell types || 32
|-
| Hold buffers post-CTS || 0
|-
| Global-route track usage on met2 || ~5.0%
|-
| Final critical path time including I/O delays and setup || 1530 ps
|-
| Post-synthesis async set-or-reset flop share || a little over nine tenths
|-
| Chip Width || around 110 um
|-
| Cell family contributing the most delay on the critical path || simple AND/OR/NAND/NOR gates
|-
| Maximum number of pins on one net before global-route repair || 24
|-
| Placed insts || approximately 220
|-
| OpenROAD warning count || 25
|}
## stage by stage
step           worst slack (ps)  hold slack [ps]  total power, mW  instance area, sq um
6_report                   1370              472            0.429                  1400
5_1_grt                    1240              506            0.448                  1400
4_1_cts                    1370              475            0.436                  1400
3_5_place_dp               1260              466            0.263                  1350
3_3_place_gp               1280              467            0.263                  1350
2_1_floorplan              1570              443            0.250                  1130
## state kept, by name, summed over array words and instances, names as in the netlist
signal and flops:
TX_register 1, CD1.Counter 16, Count 4, CD1.OUT 1, k 1
## routing by layer
layer  share of wire [%]  up-vias
met5                   0        -
met4                   0        0
met3                 8.9        0
met2                  40       17
met1                  51      355
li1                    -      391
## cell families (layout without fill, tap and decap cells)
kind of cell / after synthesis / count (layout) / synth area share, %
buffers and inverters: 9 / 20 / 3.53
DFF: 23 / 23 / 51.3
xor gates and xnor gates: 16 / 16 / 12.4
muxes: 4 / 4 / 3.75
adders and majority gates: 1 / 1 / 1.10
AOI/OAI and AO/OA: 11 / 11 / 6.29
and+or+nand+nor: 42 / 42 / 21.6
## final cells by class
class | count | area share [%]
inverters | 5 | 1.35
flip-flops and latches | 23 | 41.7
multi-input cells | 74 | 36.7
well taps | 102 | 9.15
clock buffers | 4 | 3.23
repair buffers | 11 | 7.89
## power breakdown
group	switching (mW)	internal [mW]
registers	0	0.238
clock network	0.0733	0.0973
logic	0.00837	0.0126
total	0.0817	0.347
## worst max-delay path by stage
stage	endpoint	depth (start not counted)
4_1_cts	CD1.OUT$_DFFE_PP0N_	4
5_1_grt	CD1.OUT$_DFFE_PP0N_	4
6_report	CD1.OUT$_DFFE_PP0N_	4
## cells in the final DEF (no fill, tap or decap), types with 3 or more instances in the layout
cell	count
sky130_fd_sc_hd__a21oi_1	4
sky130_fd_sc_hd__clkbuf_8	3
sky130_fd_sc_hd__clkdlybuf4s50_1	11
sky130_fd_sc_hd__dfrtp_1	21
sky130_fd_sc_hd__inv_1	5
sky130_fd_sc_hd__nand2_1	5
sky130_fd_sc_hd__nand2b_1	3
sky130_fd_sc_hd__nand3_1	4
sky130_fd_sc_hd__nand4_1	4
sky130_fd_sc_hd__nor2_1	8
sky130_fd_sc_hd__nor3_1	5
sky130_fd_sc_hd__nor4_1	3
sky130_fd_sc_hd__o21ai_0	3
sky130_fd_sc_hd__xnor2_1	4
sky130_fd_sc_hd__xor2_1	12
Power figures rest on the tool's default switching activity, not on a simulated workload.
